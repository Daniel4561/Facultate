==> /design/flow/design.v <==
module RSHL(clk_100MHz, reset, pl, shift, in, out);
    input clk_100MHz, reset, pl, shift;
    input [7:0] in;
    output reg[16:0] out;
    always @(posedge clk_100MHz)
    if(reset)
        out <= 8'b0;
    else
        if(pl)
            out <= in;
        else
            if(shift)
                out <= out << 1;
endmodule 
module one_period(clk_100MHz, reset, in, out);
	input clk_100MHz, reset, in;
	output out;
	reg [1:0] cs, ns;
	always @(posedge clk_100MHz)
		if(reset)
			cs <= 2'b0;
		else
			cs <= ns;
	assign out = (cs == 2'b01);
	always @(cs or in)
		casex({cs, in})
			3'b00_0 : ns = 2'b00;
			3'b00_1 : ns = 2'b01;
			3'b01_0 : ns = 2'b00;
			3'b01_1 : ns = 2'b10;
			3'b10_0 : ns = 2'b00;
			3'b10_1 : ns = 2'b10;
			default : ns = 2'b00;
		endcase
endmodule
module sync(clk_100MHz, in, out);
	input clk_100MHz, in;
	output reg out;
	reg c;
	always @(posedge clk_100MHz)
	   begin
			c <= in;
			out <= c;
		end
endmodule			
module fsm_int(clk, reset, in, _force, NSF, clk_pulse, cs, out);
    input clk, reset, _force, clk_pulse;
    input [1:0] in;
    input [2:0] NSF;
    output reg [1:0] out;
    output reg [2:0] cs;
    reg [2:0] ns;
    always @(posedge clk)
        if(reset)
            cs <= 3'b000;
        else
            if(_force)
                cs <= NSF;
            else
                if(clk_pulse)
                    cs <= ns;
    always @(cs)
        casex(cs)
            3'b0x0 : out = 2'b01;
            3'b001 : out = 2'b10;
            3'b011 : out = 2'b11;
            3'b100 : out = 2'b10;
            default : out = 2'b00;
        endcase
    always @(in or cs)
        casex({cs, in})
            5'b000_11, 5'b000_00 : ns = 3'b000;
			5'b000_01 : ns = 3'b001;
			5'b000_10 : ns = 3'b011;
			5'b001_0x : ns = 3'b001;
			5'b001_1x : ns = 3'b010;
			5'b010_00 : ns = 3'b010;
			5'b010_10 : ns = 3'b001;
			5'b010_x1 : ns = 3'b011;
			5'b011_00, 5'b011_1x : ns = 3'b011;
			5'b011_01 : ns = 3'b100;
			5'b100_xx : ns = 3'b000;
			default : ns = 3'b000;
		endcase
endmodule	
module fsm(clk_100MHz, reset_butt, force_butt, clk_butt, in_sw, nsf_sw, cs_out, out);
	input clk_100MHz, reset_butt, force_butt, clk_butt;
	input [1:0] in_sw;
	input [2:0] nsf_sw;
	output [2:0] cs_out;
	output [1:0] out;
	wire reset_out_sync, force_out_sync, force_out_op, clk_out_sync, clk_out_op;
	wire [1:0] in_out_sync;
	wire [2:0] nsf_out_sync;
	sync sync_reset(clk_100MHz,  reset_butt, reset_out_sync);
	sync sync_force(clk_100MHz, force_butt, force_out_sync);
	one_period one_period_force(clk_100MHz, reset_out_sync, force_out_sync, force_out_op);
	sync sync_clk(clk_100MHz, clk_butt, clk_out_sync);
	one_period one_period_clk(clk_100MHz, reset_out_sync, clk_out_sync, clk_out_op);
	sync sync_in_sw0(clk_100MHz, in_sw[0], in_out_sync[0]);
	sync sync_in_sw1(clk_100MHz, in_sw[1], in_out_sync[1]);
	sync sync_nsf_sw0(clk_100MHz, nsf_sw[0], nsf_out_sync[0]);
	sync sync_nsf_sw1(clk_100MHz, nsf_sw[1], nsf_out_sync[1]);
	sync sync_nsf_sw2(clk_100MHz, nsf_sw[2], nsf_out_sync[2]);
	fsm_int fsm_int_1(clk_100MHz, reset_out_sync, in_sw, force_out_op, nsf_out_sync, clk_out_op, cs_out, out);
endmodule
==> /design/flow/run.sh <==
#!/bin/bash
# OpenROAD 26Q1-2900-gdf79404cd8, Yosys 0.63+post, stock flow scripts
make -C /OpenROAD-flow-scripts/flow DESIGN_CONFIG=/design/flow/config.mk WORK_HOME=/design/flow/orfs finish
==> /design/flow/config.mk <==
export PLATFORM = sky130hd
export DESIGN_NAME = fsm
export DESIGN_NICKNAME = fsm
export VERILOG_FILES = /design/flow/design.v
export SDC_FILE = /design/flow/constraint.sdc
export NUM_CORES = 4
export LEC_CHECK = 1
export CORE_AREA = 10 10 90 90
export DIE_AREA = 0 0 100 100
==> /design/flow/constraint.sdc <==
current_design fsm

set clk_period 1.7
set clk_io_pct 0.2

create_clock -name clk0 -period $clk_period [get_ports {clk_100MHz}]

set non_clock_inputs [all_inputs -no_clocks]
set_input_delay [expr $clk_period * $clk_io_pct] -clock clk0 $non_clock_inputs
set_output_delay [expr $clk_period * $clk_io_pct] -clock clk0 [all_outputs]
==> reports/summary.json <==
{
  "status": {
    "status": "complete, no violations"
  },
  "global_route": {
    "first_global_vias": 429,
    "initial_antenna_violation_count": 0,
    "grt_first_pass_wirelength_um": 2160,
    "met1_usage_pct": 4.17,
    "grt_start_max_net_pins": 11,
    "grt_util_met2_pct": 2.89,
    "groute.usage.overall_pct": 2.67,
    "grt_peak_use_layer": "met1",
    "globalRoute.totalOverflow": 0,
    "grt_util_met3_pct": 1.80
  },
  "drt": {
    "num_antenna_cells": 0,
    "postRouteAntennaNets": 0,
    "drt_drc_violations_left": 0,
    "detail_route.vias_per_cell": 2.91,
    "wl_per_cell_um": 8.23,
    "routed_wirelength_um": 1240,
    "dr_total_vias": 439,
    "drtPass1Iterations": 4,
    "detailedRoute.firstIterationViolations": 16
  },
  "sta": {
    "unrepaired_setup_endpoints_after_global_routing": "false",
    "finalCriticalPeriod_ns": 1.63,
    "slew_violations": 0,
    "setup_violations": 0,
    "max-slew-margin-rel_pct": 80.4,
    "fin_ws_ns": 0.0703,
    "timing.fmax_mhz": 614,
    "fin_tns_setup_ns": 0,
    "tightestPinTransition_ns": 0.290,
    "report.final.hold_viol_count": 0,
    "post_route_fraction_of_the_period_consumed_by_the_critical_path_pct": 95.9,
    "finalClockSkew_ns": 0.00193
  },
  "final_layout": {
    "regMostFlops": "fsm_int_1.cs",
    "layout_top_registers": "fsm_int_1.cs (3), one_period_clk.cs (2), one_period_force.cs (2)",
    "largest_register_ffs": 3,
    "layout.core_utilization_pct": 14.6,
    "layout-drive-gt1-share_pct": 12.2,
    "area_growth_syn_to_layout_pct": 43.7
  },
  "critical_path": {
    "critical-path-slowest-cell": "sky130_fd_sc_hd__clkdlybuf4s50_1",
    "timing.critical_path.arrival_ns": 1.29,
    "worstPathBufferInverterCount": 2,
    "crit_path_end_kind": "output pin",
    "critical_path_required_ns": 1.36,
    "critical-path-max-stage-delay_ns": 0.48,
    "crit_path_start_kind": "flip-flop",
    "worst-path-max-fanout": 7,
    "critical_path.cell_chain": "buf_4 -> clkdlybuf4s50_1",
    "path_delay_family": "buffers and inverters",
    "setup.worst_path.class": "flip-flop to output pin"
  },
  "die": {
    "fp.dieW_um": 100,
    "std_cell_rows": 29,
    "core-area_um2": 6280,
    "initial_utilization_pct": 10.2,
    "pin_count": 14,
    "die_area_um2": 10000,
    "die_h_um": 100
  },
  "flow_run": {
    "max_cap_violations": 0,
    "tool_warnings": 25
  },
  "clock_network": {
    "hold_buffers": 0,
    "clk-insertion-delay-late_ns": 0.25,
    "ctsHtreeMaxLevel": 1,
    "clk_transition_reported_paths_ns": 0.07,
    "cts-buffers-inserted": 3,
    "clock_tree_root_driver_cell": "sky130_fd_sc_hd__clkbuf_8",
    "cts_max_path_buffers": 2,
    "cts.sinks": 19,
    "tritoncts": "done"
  },
  "placement": {
    "dpl_worst_slack_ns": 0.230,
    "port_buffers": 13,
    "gp_congestion": 0.737,
    "estimated_wirelength_of_the_detail_placed_design_um": 949
  },
  "yosys": {
    "topCellsByArea": "sky130_fd_sc_hd__dfxtp_1, sky130_fd_sc_hd__nand2b_1, sky130_fd_sc_hd__a21oi_1",
    "yosysSeqAreaShare_pct": 59.6,
    "flop_cell": "sky130_fd_sc_hd__dfxtp_1",
    "synth_flop_count": 19,
    "ys_cells": 57,
    "synth.most_common_cell": "sky130_fd_sc_hd__dfxtp_1",
    "postSynth.asyncResetShare_pct": 0,
    "yosys.cell_types.count": 19,
    "post_synth_design_cell_area_um2": 638,
    "synthDominantCellAreaShare_pct": 59.6,
    "yosys-stat-area_um2": 638,
    "yosys-top-cells-count": "sky130_fd_sc_hd__dfxtp_1, sky130_fd_sc_hd__nand2b_1, sky130_fd_sc_hd__a21oi_1",
    "yosys_warnings": 3,
    "enable_flop_cells": 0,
    "syn-instance-count": 57,
    "synthesis.area_per_instance_um2": 11.2,
    "synth_top_cell_by_area": "sky130_fd_sc_hd__dfxtp_1"
  },
  "power": {
    "vdd_drop_max_mv": 0.448,
    "power.total_mw": 0.883,
    "power_per_cell_area_nw_per_um2": 963,
    "power.static_leakage_nw": 0.329
  },
  "hold_path": {
    "hold_class": "flip-flop to flip-flop"
  }
}
==> final cells by class <==
cell class              instances  area, um^2
inverters                       1        3.75
clock buffers                   4        45.0
multi-input cells              36         246
flip-flops and latches         19         385
repair buffers                 14         140
well taps                      77        96.3
fillers                       688        5360
==> layer usage <==
| metal | part of all wire, % | routed length (um) | vias to the layer above |
|---|---|---|---|
| li1 | - | - | 235 |
| met1 | 55 | 678 | 183 |
| met2 | 33 | 404 | 21 |
| met3 | 13 | 160 | 0 |
| met4 | 0 | 0 | 0 |
| met5 | 0 | 0 | - |
==> final timing paths <==
check	startpoint	to	slack, ns	depth (start not counted)
min reg2reg	sync_clk.c	sync_clk.out	0.33	0
max reg2reg	fsm_int_1.cs[0]	fsm_int_1.cs[0]	0.55	4
min	sync_clk.c	sync_clk.out	0.33	0
max	fsm_int_1.cs[0]	cs_out[0]	0.07	2
==> cells in the final DEF, fill, tap and decap left out <==
master	Yosys	final
sky130_fd_sc_hd__nor3_1	2	2
sky130_fd_sc_hd__nand2b_1	10	10
sky130_fd_sc_hd__dfxtp_1	19	17
sky130_fd_sc_hd__o311ai_1	1	1
sky130_fd_sc_hd__nor2_1	2	2
sky130_fd_sc_hd__and2b_1	1	1
sky130_fd_sc_hd__dfxtp_4	0	1
sky130_fd_sc_hd__o21bai_1	1	1
sky130_fd_sc_hd__nor3b_2	1	1
sky130_fd_sc_hd__a21oi_2	0	1
sky130_fd_sc_hd__a21oi_1	5	4
sky130_fd_sc_hd__mux2i_1	2	2
sky130_fd_sc_hd__clkdlybuf4s50_1	0	12
sky130_fd_sc_hd__nand2_1	3	3
sky130_fd_sc_hd__clkbuf_1	0	1
sky130_fd_sc_hd__dlymetal6s2s_1	0	1
sky130_fd_sc_hd__inv_1	1	1
sky130_fd_sc_hd__a31oi_1	1	1
sky130_fd_sc_hd__a211oi_1	3	3
sky130_fd_sc_hd__dfxtp_2	0	1
sky130_fd_sc_hd__clkbuf_8	0	3
sky130_fd_sc_hd__and3b_1	1	1
sky130_fd_sc_hd__o32ai_2	1	1
sky130_fd_sc_hd__nand4b_1	1	1
sky130_fd_sc_hd__buf_4	0	1
sky130_fd_sc_hd__nand3b_1	1	1
==> logic make-up after synthesis <==
| logic type | after synthesis | share of synthesized area, % |
|---|---|---|
| and+or+nand+nor | 22 | 21.4 |
| DFF | 19 | 59.6 |
| AOI/OAI and AO/OA | 12 | 13.5 |
| muxes | 2 | 3.14 |
| buffers and inverters | 2 | 2.35 |
==> repair_timing <==
action                                  in CTS  in global routing
setup buffers                                0                  0
endpoints found under the setup margin       1                  2
gates resized                                1                  4
endpoints found under the hold margin        0                  0
==> stage by stage <==
stage	cells	hold slack (ns)	instance area, um^2
4_1_cts	151	0.328	907
3_3_place_gp	147	0.312	861
2_1_floorplan	57	0.310	638
3_5_place_dp	147	0.312	861
5_1_grt	151	0.332	917
6_report	151	0.326	917
==> report_power, final <==
| part | internal (mW) | switching, mW |
|---|---|---|
| registers | 0.470 | 0.0174 |
| clock network | 0.166 | 0.137 |
| logic | 0.0600 | 0.0326 |
No activity file was given, so power comes from the tool's default toggle rates.
